<file path="design/flow/config.mk">
export PLATFORM = sky130hd
export DESIGN_NAME = MEM_WB
export DESIGN_NICKNAME = MEM_WB
export VERILOG_FILES = /design/flow/design.v
export SDC_FILE = /design/flow/constraint.sdc
export NUM_CORES = 4
export LEC_CHECK = 1
export CORE_UTILIZATION = 30
</file>
<file path="design/flow/design.v">
module MEM_WB (
    input logic clk,
    input logic reset,
    input  wire [31:0] MEM_alu_result,
    input  wire [31:0] MEM_read_data,
    input  wire [4:0]  MEM_rd,
    input  wire MEM_reg_write,
    input  wire MEM_result_src,
    output reg  [31:0] WB_alu_result,
    output reg  [31:0] WB_read_data,
    output reg  [4:0]  WB_rd,
    output reg  WB_reg_write,
    output reg  WB_result_src
);
always @(posedge clk or posedge reset) begin
    if (reset) begin
        WB_alu_result <= 32'b0;
        WB_read_data  <= 32'b0;
        WB_rd         <= 5'b0;
        WB_reg_write  <= 1'b0;
        WB_result_src <= 1'b0;
    end
    else begin
        WB_alu_result <= MEM_alu_result;
        WB_read_data  <= MEM_read_data;
        WB_rd         <= MEM_rd;
        WB_reg_write  <= MEM_reg_write;
        WB_result_src <= MEM_result_src;
    end
end
endmodule
</file>
<file path="design/flow/run.sh">
#!/bin/bash
# OpenROAD 26Q1-2900-gdf79404cd8, Yosys 0.63+post, stock flow scripts
make -C /OpenROAD-flow-scripts/flow DESIGN_CONFIG=/design/flow/config.mk WORK_HOME=/design/flow/orfs finish
</file>
<file path="design/flow/constraint.sdc">
current_design MEM_WB

set clk_period 1.0
set clk_io_pct 0.2

create_clock -name clk0 -period $clk_period [get_ports {clk}]

set non_clock_inputs [all_inputs -no_clocks]
set_input_delay [expr $clk_period * $clk_io_pct] -clock clk0 $non_clock_inputs
set_output_delay [expr $clk_period * $clk_io_pct] -clock clk0 [all_outputs]
</file>
==> impl_metrics.ini <==
; generated from flow reports
[placed_design]
gp_routability_congestion = 0.6940
place.port_buffers = 143
post-place-cells = 289
dp_slack_ns = 0.008187

[die]
dieHeight_um = 79.04
rows = 27
die_width_um = 79.04
boundaryPins = 144
core_util_floorplan = 0.3175
chip_area_um2 = 6247
core_area_um2 = 5608

[pwr]
cell_internal_pwr_mw = 4.371
p_sw_frac = 0.1859
vdd_ir_drop_max_uv = 982.8
power_switching_uw = 997.9
p_total_mw = 5.369
pwr-share-seq = 0.567
share_comb_of_total_power = 0.085
leakage_nw = 1.493
clock_power_share = 0.348
power_per_cell_area_nw_per_um2 = 1702

[grt]
largest_net_degree_at_the_start_of_global_routing = 38
grt_pass1_vias = 1222
grt_first_pass_wirelength_um = 5616
globalRouteTotalUtil = 0.1225
globalRouteOverflowTotal = 0
grt_antenna_before_repair = 0

[yosys]
distinct_lib_cells_used = 2
yosysTopAreaCellShare = 0.9979
yosys.cell_count.top_type = dfrtp_1
yosys_warnings = 1
synth-seq-cells = 71
synth.avg_cell_area_um2 = 24.73
synth-cells-yosys = 72
post-synth-top-area-cell = dfrtp_1
synthFlopType = dfrtp_1
syn_inst = 72
postSynth.asyncResetShare = 1.000
synthTopCellsByArea = dfrtp_1 100%, inv_1 0.21%
yosys.stat.seqShare = 0.9979
synth.yosys.chip_area_um2 = 1780
syn-cell-area_um2 = 1780
enable_flop_cells = 0
synth.top_cells.by_count = 71 x dfrtp_1, 1 x inv_1

[timing]
worst_pin_slew_ns = 0.1919
final_hold_viol_count = 0
setup_tns_ns = -0.001013
achievable-frequency_mhz = 999.0
finalSetupViolations = 1
slew-limit-headroom = 0.8721
finalMaxSlewViolations = 0
finalCriticalPeriod_ns = 1.001
final_critical_path_setup_slack_ns = -0.001013
grt_setup_unrepaired = true
fin_crit_sh = 1.001

[cells_and_area]
combGateArea_um2 = 0
layout.comb_gates.multi_input = 0
utilization = 0.5625
number_of_filler_cells_placed_in_the_layout = 465
drive_above_1_share = 0.3723
flow.area_growth_from_synthesis_pct = 77.16
layout.cells.non_filler = 303

[detailed_routing]
num_vias = 1179
insertedDiodeCount = 0
drcViolationCount = 0
routedWlPerCell_um = 12.19
viasPerCell = 3.891
drtPass1Iterations = 3
route.final.wire_length_um = 3693
detail_route.iter0.violations = 17
ant_nets = 0

[outcome]
violated_checks = negative setup slack
outcome = finished with violations

[worst_setup_path]
critical-path-top-delay-family = flip-flops
critPathKind = register to output pin
critPathMaxStageDelay_ns = 0.37
crit_buf_inv = 1
crit_path_start_kind = register
path_cells = buf_2
worstPathRequired_ns = 0.80
critical_path_peak_fanout = 1
timing.critical_path.slowest_stage_cell = dfrtp_1
worstPathArrival_ns = 0.80
setup.worst_path.end_class = output pin

[clock_network]
tritoncts = done
clk_root_buffer_cell = clkbuf_8
ctsHtreeMaxLevel = 3
cts_made_buffers = 9
cts.sinks = 71
cts_post_setup_buffers_inserted = 0
cts.reportedPaths.clkPinSlew_ns = 0.06
clock_path_buffers = 2

[flow_run]
tool_warnings = 27
max-cap-violations = 0

[min_path]
holdCritPathClass = input pin to async pin
## power groups by stage
stage / clock, mW / sequential, mW / combinational, mW
5_1_grt: 2.11 / 3.06 / 0.504
6_report: 1.87 / 3.05 / 0.457
4_1_cts: 1.97 / 3.05 / 0.472
## logic make-up (layout without fill, tap and decap cells)
| family | count (synthesis) | after routing | synth area share |
|---|---|---|---|
| buf+inv | 1 | 160 | 0.002106 |
| flops | 71 | 71 | 0.9979 |
## routing by layer
metal | global-route usage | vias to the layer above | share of wire
met5 | 0 | - | 0
met4 | 0.02909 | 0 | 0.023
met3 | 0.05718 | 9 | 0.15
met2 | 0.1931 | 81 | 0.47
met1 | 0.1592 | 558 | 0.35
li1 | - | 531 | -
## worst max-delay path by stage
stage / start / to / slack (ns) / cells past startpoint
final: WB_read_data[28]$_DFF_PP0_ / WB_read_data[28] / -0.001 / 1
after CTS: WB_read_data[28]$_DFF_PP0_ / WB_read_data[28] / -0.03 / 1
after global routing: WB_alu_result[22]$_DFF_PP0_ / WB_alu_result[22] / -0.04 / 1
## through the flow
step           hold slack (ns)  cell area [µm²]
2_1_floorplan           0.2314             1784
3_3_place_gp            0.6462             3346
3_5_place_dp            0.6481             3346
4_1_cts                 0.2853             3154
5_1_grt                 0.2984             3154
6_report                0.2947             3154
## registers in the layout (all words and copies together), names as in the netlist
name	flops
WB_rd	5
WB_result_src	1
WB_alu_result	32
WB_reg_write	1
WB_read_data	32
## cell usage in the layout (no fill, tap or decap)
cell type        count
buf_12               2
clkinv_2             1
clkbuf_1             2
dfrtp_1             71
buf_2               71
clkbuf_8            11
clkinvlp_4           1
clkdlybuf4s50_1     72
## area by class of cell
class / instances / area (µm²) / share of cell area
clock buffers: 13 / 158.9 / 0.05038
clock inverters: 1 / 5.005 / 0.001587
inverters: 1 / 7.507 / 0.002380
flip-flops and latches: 71 / 1777 / 0.5633
well taps: 72 / 90.09 / 0.02856
repair buffers: 145 / 1116 / 0.3538
## repair_timing
action	in CTS	in global routing
gates resized	214	0
hold buffers	0	0
hold endpoints to repair	0	0
setup endpoints to repair	71	71
Power and IR drop assume default switching activity.
