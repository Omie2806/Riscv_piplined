### /design/flow/design.v
module forward (
    input wire [4:0] EX_rs1,
    input wire [4:0] EX_rs2,
    input wire [4:0] MEM_rd,
    input wire [4:0] WB_rd,
    input wire MEM_reg_write,
    input wire WB_reg_write,
    output reg [1:0] Forward_ScrA,
    output reg [1:0] Forward_ScrB
);
always @(*) begin
    Forward_ScrA = 2'b0;
    Forward_ScrB = 2'b0;
    if ((EX_rs1 == MEM_rd) && MEM_reg_write && (EX_rs1 != 0)) begin
        Forward_ScrA = 2'b10;  
    end
    else if ((EX_rs1 == WB_rd) && WB_reg_write && (EX_rs1 != 0)) begin
        Forward_ScrA = 2'b01;  
    end
    else begin
        Forward_ScrA = 2'b00;  
    end
    if ((EX_rs2 == MEM_rd) && MEM_reg_write && (EX_rs2 != 0)) begin
        Forward_ScrB = 2'b10;  
    end
    else if ((EX_rs2 == WB_rd) && WB_reg_write && (EX_rs2 != 0)) begin
        Forward_ScrB = 2'b01;  
    end
    else begin
        Forward_ScrB = 2'b00;  
    end
end
endmodule
### /design/flow/run.sh
#!/bin/bash
# OpenROAD 26Q1-2900-gdf79404cd8, Yosys 0.63+post, stock flow scripts
make -C /OpenROAD-flow-scripts/flow DESIGN_CONFIG=/design/flow/config.mk WORK_HOME=/design/flow/orfs finish
### /design/flow/config.mk
export PLATFORM = sky130hd
export DESIGN_NAME = forward
export DESIGN_NICKNAME = forward
export VERILOG_FILES = /design/flow/design.v
export SDC_FILE = /design/flow/constraint.sdc
export NUM_CORES = 4
export LEC_CHECK = 1
export CORE_AREA = 10 10 70 70
export DIE_AREA = 0 0 80 80
### /design/flow/constraint.sdc
current_design forward

set clk_period 1.8
set clk_io_pct 0.2

create_clock -name clk0 -period $clk_period

set non_clock_inputs [all_inputs -no_clocks]
set_input_delay [expr $clk_period * $clk_io_pct] -clock clk0 $non_clock_inputs
set_output_delay [expr $clk_period * $clk_io_pct] -clock clk0 [all_outputs]
==> impl_metrics.env <==
# implementation run metrics
export IMPL_logic_area_sq_um=400
export IMPL_global_route_usage_met2_pct=8.03
export IMPL_synthDominantCellAreaShare_pct=37.8
export IMPL_viasPerCell=3.33
export IMPL_drt_first_iter_violations=5
export IMPL_portBuffers=26
export IMPL_yosysUniqueCellTypes=10
export IMPL_n_clock_buffer=0
export IMPL_syn_avg_cell_area_sq_um=7.72
export IMPL_final_instance_count_excl_fill=112
export IMPL_areaGrowthSynthToFinish_pct=148
export IMPL_drv_cap=0
export IMPL_pwr_share_seq_pct=0
export IMPL_fin_crit_ns=1.79
export IMPL_place_gp_congestion=0.826
export IMPL_netlist_top_cell_by_area="xnor2_1"
export IMPL_worstPathCellList="buf_6, or4_4, nor2_4, and3b_1, buf_2"
export IMPL_vias=373
export IMPL_slew_headroom_pct=82.6
export IMPL_report_final_setup_viol=0
export IMPL_timing_hold_ws_ns=1.14
export IMPL_tightestPinTransition_ns=0.259
export IMPL_warning_count=33
export IMPL_fp_util_pct=8.13
export IMPL_dp_cells=110
export IMPL_grt_util_met1_pct=3.96
export IMPL_max_freq_mhz=560
export IMPL_globalRoute_totalOverflow=0
export IMPL_worstPathRequired_ns=1.44
export IMPL_antenna_cells=0
export IMPL_wl_per_cell_um=12.1
export IMPL_yosys_stat_area_sq_um=278
export IMPL_grt_max_degree=4
export IMPL_ios=26
export IMPL_netlist_area_sq_um=278
export IMPL_seq_cell_count=0
export IMPL_cp_num_buf_inv=2
export IMPL_yosysWarnings=1
export IMPL_p_int_uw=75.1
export IMPL_max_vdd_ir_drop_mv=0.0299
export IMPL_grt_first_pass_wirelength_um=2060
export IMPL_area_leaders="xnor2_1, xor2_1, a2111oi_0"
export IMPL_leakage_nw=0.264
export IMPL_met3_usage_pct=0.909
export IMPL_rows=21
export IMPL_hpwlAfterDp_um=1140
export IMPL_antenna_left=0
export IMPL_cpPeakStageDelay_ns=0.54
export IMPL_final_max_slew_viol_count=0
export IMPL_wirelength_um=1360
export IMPL_cp_end_kind="output port"
export IMPL_hold_buffers=0
export IMPL_layout_drive_gt1_share_pct=59.1
export IMPL_busiest_layer="met2"
export IMPL_setup_worst_path_class="in2out"
export IMPL_p_per_area_mw_per_mm2=201
export IMPL_drc=0
export IMPL_finalSetupTns_ns=0
export IMPL_final_seq_area_sq_um=0
export IMPL_track_usage_pct=3.88
export IMPL_antenna_found_initial=0
export IMPL_crit_arrival_ns=1.43
export IMPL_rsz0062_at_grt="true"
export IMPL_yosysSeqAreaShare_pct=0
export IMPL_finalCritPeriodShare_pct=99.2
export IMPL_crit_fanout=3
export IMPL_die_w_um=80
export IMPL_first_pass_iters=4
export IMPL_cp_endpoint="Forward_ScrB[1]"
export IMPL_p_switching_uw=62.9
export IMPL_fillerInstances=364
export IMPL_ys_cells=36
export IMPL_timing_critical_path_from="EX_rs2[2]"
export IMPL_worst_setup_path_start_kind="primary input"
export IMPL_worstSetupPathDepth=5
export IMPL_slowest_stage="or4_4"
export IMPL_status="complete, no violations"
export IMPL_hold_viol=0
export IMPL_cp_top_family="simple AND/OR/NAND/NOR gates"
export IMPL_p_sw_share_pct=45.6
export IMPL_clkPwrFrac_pct=0
export IMPL_die_h_um=80
export IMPL_grt_pass1_vias=439
export IMPL_synthCells=36
export IMPL_pwr_share_comb_pct=100.0
export IMPL_dieArea_sq_mm=0.00640
export IMPL_hp_class="in2out"
export IMPL_core_area_sq_mm=0.00342
==> metrics by stage <==
step / total power [mW] / cell area [sq um] / util, % / setup WS [ns]
floorplan: 0.0431 / 278 / - / 0.320
global placement: 0.119 / 611 / 17.9 / -0.809
detailed placement: 0.119 / 611 / 17.9 / -0.737
CTS: 0.126 / 629 / 18.4 / 0.00629
global route: 0.149 / 688 / 20.1 / -0.0171
finish: 0.138 / 688 / 20.1 / 0.0139
==> timing repair <==
action / in CTS / in global routing
hold endpoints to repair: 0 / 0
endpoints found under the setup margin: 4 / 4
resized: 94 / 18
setup buffers: 4 / 0
pin swaps: 16 / 13
==> power by group through the flow <==
stage | clock network, mW | logic [mW] | registers (mW)
after CTS | 0 | 0.126 | 0
after global routing | 0 | 0.149 | 0
final | 0 | 0.138 | 0
==> area by class of cell <==
type,count,area share [%]
Multi-Input combinational cell,36,58.2
Timing Repair Buffer,30,33.5
Tap cell,46,8.36
==> tightest hold or removal path: stages <==
cell	delay [ns]
buf_2	0.14
nor2_4	0.13
a2111oi_4	0.05
buf_2	0.11
==> how the worst min path moves through the flow <==
stage	slack, ns	depth (start not counted)	from	end
finish	1.14	4	EX_rs2[0]	Forward_ScrB[0]
global route	1.17	4	EX_rs1[0]	Forward_ScrA[1]
CTS	1.11	4	EX_rs2[0]	Forward_ScrB[0]
==> layer usage <==
metal	wire (um)	vias up	part of all wire, %
li1	-	184	-
met1	523	173	38
met2	709	16	52
met3	126	0	9.3
met4	0	0	0
met5	0	-	0
==> Yosys cell counts <==
master / instances
xnor2_1: 12
xor2_1: 8
a2111oi_0: 2
and2_1: 2
and3b_1: 2
nand2_1: 2
nand4_1: 2
nor2_1: 2
nor4_1: 2
or4_1: 2
==> logic make-up after synthesis <==
family,synth area share [%]
AOI/OAI and AO/OA,6.31
and+or+nand+nor,30.6
xor gates and xnor gates,63.1
==> placed cells by master, fill, tap and decap left out <==
master	netlist	final
xnor2_1	12	12
buf_2	0	11
buf_4	0	7
xor2_2	0	6
dlygate4sd2_1	0	5
buf_6	0	4
or4_4	0	2
nor2_4	0	2
nor4_2	0	2
and3b_1	2	2
xor2_1	8	2
nand4_1	2	2
a2111oi_4	0	2
and2_4	0	1
and2_1	2	1
nand2_2	0	1
nand2_1	2	1
clkdlybuf4s15_2	0	1
dlymetal6s2s_1	0	1
clkdlybuf4s50_1	0	1
Power is estimated from default activity; no workload was simulated.
