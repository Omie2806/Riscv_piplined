--- ./config.mk ---
export PLATFORM = sky130hd
export DESIGN_NAME = IF_ID
export DESIGN_NICKNAME = IF_ID
export VERILOG_FILES = /design/flow/design.v
export SDC_FILE = /design/flow/constraint.sdc
export NUM_CORES = 4
export LEC_CHECK = 1
export CORE_UTILIZATION = 40
--- ./design.v ---
module IF_ID (
    input  logic        clk,
    input  logic        reset,
    input  logic        stall,   
    input  logic        flush,   
    input  logic [31:0] instr,
    input  logic [31:0] pc,
    output logic [31:0] IF_ID_instr,
    output logic [31:0] IF_ID_pc
);
always @(posedge clk or posedge reset) begin
    if (reset) begin
        IF_ID_instr <= 32'b0;
        IF_ID_pc    <= 32'b0;
    end
    else if (flush) begin
        IF_ID_instr <= 32'b0;
        IF_ID_pc    <= 32'b0;
    end
    else if (!stall) begin
        IF_ID_instr <= instr;
        IF_ID_pc    <= pc;
    end
    else begin
        IF_ID_instr <= IF_ID_instr;
        IF_ID_pc    <= IF_ID_pc;
    end
end
endmodule
--- ./run.sh ---
#!/bin/bash
# OpenROAD 26Q1-2900-gdf79404cd8, Yosys 0.63+post, stock flow scripts
make -C /OpenROAD-flow-scripts/flow DESIGN_CONFIG=/design/flow/config.mk WORK_HOME=/design/flow/orfs finish
--- ./constraint.sdc ---
current_design IF_ID

set clk_period 1.3
set clk_io_pct 0.2

create_clock -name clk0 -period $clk_period [get_ports {clk}]

set non_clock_inputs [all_inputs -no_clocks]
set_input_delay [expr $clk_period * $clk_io_pct] -clock clk0 $non_clock_inputs
set_output_delay [expr $clk_period * $clk_io_pct] -clock clk0 [all_outputs]
==> flow_summary.json <==
{
  "fin_crit_ps": 1220,
  "critPathSlowestCell": "dfrtp_1",
  "cp.required_ps": 1040,
  "netlist_area_mm2": 0.00262,
  "cts_sinks": 64,
  "power_density_mw_per_mm2": 1060,
  "rsz0062_at_grt": "false",
  "area_growth_pct": 57.9,
  "placement.io_buffers": 131,
  "drc": 0,
  "warning_count": 26,
  "clk_pin_slew_worst_paths_ps": 70,
  "max-cap-violations": 0,
  "antenna_found_initial": 0,
  "track_usage": 0.190,
  "p_total_w": 0.00439,
  "seqPwrFrac": 0.490,
  "cts_htree_levels": 3,
  "core_mm2": 0.00635,
  "top_area_frac": 0.611,
  "drive_above_1_share": 0.0826,
  "diodes": 0,
  "relSlewSlack": 0.809,
  "leakage_nw": 2.25,
  "crit_family": "flip-flops",
  "outcome": "finished, final reports clean",
  "cts_hold_buf": 0,
  "clock.fmax_mhz": 821,
  "fp-utilization": 0.413,
  "clockRootBuffer": "clkbuf_8",
  "hold_viol": 0,
  "top_area_cell": "dfrtp_1",
  "pwr-share-clk": 0.358,
  "setup_viol": 0,
  "std_cell_rows": 29,
  "tns_ps": 0,
  "cts_tree": "yes",
  "ir_drop_v": 0.000789,
  "wl_per_cell_um": 14.1,
  "yosysWarnings": 1,
  "grt_pass1_wl_um": 10000,
  "p_int_w": 0.00337,
  "crit_chain": "dlygate4sd2_1",
  "critical_path.max_fanout": 2,
  "ys_ff": 64,
  "yosysCellCount": 207,
  "netSwitchingFraction": 0.231,
  "r2r_slack_ps": 480,
  "grt_max_degree": 65,
  "die_x_um": 83.0,
  "dpl.hpwl_um": 4050,
  "p_comb_frac": 0.152,
  "endpoint_kind": "output port",
  "worst-path-buf-inv": 1,
  "min_path_type": "primary input to asynchronous set/reset pin",
  "crit_arrival_ps": 960,
  "grt_pass1_vias": 1954,
  "fp.dieH_um": 83.0,
  "start_kind": "flip-flop",
  "clock_path_buffers": 2,
  "critPathMaxStageDelay_ps": 390,
  "p_switching_w": 0.00101,
  "antenna_left": 0,
  "clock_latency_ps": 330,
  "ys_chip_area_mm2": 0.00262,
  "cts_buffers": 9,
  "yosysUniqueCellTypes": 8,
  "synth_area_per_cell_um2": 12.7,
  "worst_pin_slew_ps": 287,
  "dr.pass1.iters": 6,
  "grt_remaining_overflow": 0,
  "path_class": "flip-flop to output port",
  "synth_seq_share": 0.611,
  "yosys-top-cells-area": "dfrtp_1, mux2i_1, nor2_1",
  "wl_um": 6030,
  "fillerInstances": 520,
  "die_area_mm2": 0.00688,
  "io_pins": 132,
  "drv_slew": 0,
  "dr_total_vias": 1935,
  "vias_per_cell": 4.52,
  "place.gp.congestion": 0.787,
  "fin_crit_sh": 0.937,
  "syn_inst": 207,
  "drt_iter0_drc": 66,
  "clock-skew-final_ps": 0
}
worst paths after layout:
| path | startpoint | end | cells after the start |
|---|---|---|---|
| hold / removal | reset | IF_ID_pc[9]$_DFFE_PP0P_ | 3 |
| min in group clk0 | flush | IF_ID_instr[10]$_DFFE_PP0P_ | 3 |
| hold reg to reg | IF_ID_instr[16]$_DFFE_PP0P_ | IF_ID_instr[16]$_DFFE_PP0P_ | 2 |
| setup reg to reg | IF_ID_instr[11]$_DFFE_PP0P_ | IF_ID_instr[11]$_DFFE_PP0P_ | 3 |
| setup / recovery | IF_ID_instr[29]$_DFFE_PP0P_ | IF_ID_instr[29] | 1 |
| max in group asynchronous | reset | IF_ID_instr[2]$_DFFE_PP0P_ | 3 |
stage by stage:
step | util | hold WS (ps) | std cells | setup WS (ps) | area (µm²)
after global placement | 0.631 | 503 | 408 | 224 | 4010
after detailed placement | 0.631 | 510 | 408 | 220 | 4010
after floorplan | - | 391 | 207 | 354 | 2630
after CTS | 0.652 | 324 | 428 | 68.2 | 4140
final | 0.652 | 330 | 428 | 82.2 | 4140
after global routing | 0.652 | 319 | 428 | 23.3 | 4140
cells by family after synthesis:
kind of cell	share of synthesized area
buffers and inverters	0.0530
DFF	0.611
muxes	0.244
and+or+nand+nor	0.0916
synth_stat cells, drive strengths merged:
cell type,n
dfrtp,64
clkbuf,1
inv,1
buf,13
mux2i,64
nor2,64
layer usage:
layer  track usage  vias up  share of wire
li1              -      962              -
met1         0.308      897           0.45
met2         0.281       68           0.47
met3        0.0424        8          0.054
met4        0.0392        0          0.018
met5             0        -              0
power groups by stage:
stage	registers, W	clock network [W]	logic (W)
after CTS	0.00215	0.00161	0.000682
after global routing	0.00217	0.00172	0.000735
final	0.00215	0.00157	0.000667
tightest hold or removal path: stages:
cell	delay (ps)
clkdlybuf4s50_1	440
clkinvlp_4	120
buf_12	180
sequential cells by signal (all words and copies together), names as in the netlist:
name,cells
IF_ID_instr,32
IF_ID_pc,32
area by class of cell:
cell class / instances / area (µm²) / area share
Tap cell: 77 / 96.3 / 0.0233
Clock buffer: 13 / 169 / 0.0408
Multi-Input combinational cell: 128 / 881 / 0.213
Sequential cell: 64 / 1600 / 0.387
Inverter: 1 / 7.51 / 0.00181
Timing Repair Buffer: 142 / 1370 / 0.331
Clock inverter: 3 / 15.0 / 0.00363
what timing repair did:
action	4_1_cts	5_1_grt
resized	64	0
setup buffers	4	0
endpoints found under the hold margin	0	0
endpoints found under the setup margin	64	0
layout by cell type (no fill, tap or decap):
master,n
clkinvlp_4,1
mux2i_1,64
dlygate4sd2_1,64
clkinv_2,3
clkdlybuf4s50_1,65
buf_4,7
clkbuf_1,1
nor2_1,64
clkbuf_8,12
buf_12,5
dfrtp_1,64
buf_2,1
Power figures rest on the tool's default switching activity, not on a simulated workload.
